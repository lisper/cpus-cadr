**/design/flow/config.mk**
```make
export PLATFORM = sky130hd
export DESIGN_NAME = part_74S283
export DESIGN_NICKNAME = part_74S283
export VERILOG_FILES = /design/flow/design.v
export SDC_FILE = /design/flow/constraint.sdc
export NUM_CORES = 4
export LEC_CHECK = 1
export CORE_AREA = 10 10 70 70
export DIE_AREA = 0 0 80 80
```
**/design/flow/run.sh**
```bash
#!/bin/bash
# OpenROAD 26Q1-2900-gdf79404cd8, Yosys 0.63+post, stock flow scripts
make -C /OpenROAD-flow-scripts/flow DESIGN_CONFIG=/design/flow/config.mk WORK_HOME=/design/flow/orfs finish
```
**/design/flow/constraint.sdc**
```tcl
current_design part_74S283

set clk_period 3.8
set clk_io_pct 0.2

create_clock -name clk0 -period $clk_period

set non_clock_inputs [all_inputs -no_clocks]
set_input_delay [expr $clk_period * $clk_io_pct] -clock clk0 $non_clock_inputs
set_output_delay [expr $clk_period * $clk_io_pct] -clock clk0 [all_outputs]
```
**/design/flow/design.v**
```verilog
module part_74S283 (C0, A0, A1, A2, A3, B0, B1, B2, B3, S0, S1, S2, S3, C4);
  input C0, A0, A1, A2, A3, B0, B1, B2, B3;
  output S0, S1, S2, S3, C4;
  ic_74S283 add (C0, {A3,A2,A1,A0}, {B3,B2,B1,B0}, {S3,S2,S1,S0}, C4);
endmodule
module ic_74S283 (C0, A, B, S, C4);
  input[3:0]    A, B;
  input	        C0;
  output[3:0]   S;
  output        C4;
  TopLevel74283 Ckt74283 (C0, A, B, S, C4);
endmodule  
module TopLevel74283 (C0, A, B, S, C4);
  input[3:0]    A, B;
  input	        C0;
  output[3:0]   S;
  output        C4;
  wire[3:0]     GB, PB, AxB;
  wire[3:0]     C;
  GP_Module GP_Mod1(A, B, GB, PB, AxB);
  CLA_Module CLA_Mod2(GB, PB, C0, C, C4);
  Sum_Module Sum_Mod3(AxB, C, S);  
endmodule  
module GP_Module(A, B, GB, PB, AxB);
  input[3:0]    A, B;
  output[3:0]   GB, PB, AxB;
  wire[3:0]     P;
  nor PBgate0(PB[0], A[0], B[0]);
  nand GBgate0(GB[0], A[0], B[0]);
  not Pgate0(P[0], PB[0]);
  and AxBgate0(AxB[0], GB[0], P[0]);
  nor PBgate1(PB[1], A[1], B[1]);
  nand GBgate1(GB[1], A[1], B[1]);
  not Pgate1(P[1], PB[1]);
  and AxBgate1(AxB[1], GB[1], P[1]);
  nor PBgate2(PB[2], A[2], B[2]);
  nand GBgate2(GB[2], A[2], B[2]);
  not Pgate2(P[2], PB[2]);
  and AxBgate2(AxB[2], GB[2], P[2]);
  nor PBgate3(PB[3], A[3], B[3]);
  nand GBgate3(GB[3], A[3], B[3]);
  not Pgate3(P[3], PB[3]);
  and AxBgate3(AxB[3], GB[3], P[3]);
endmodule  
module   CLA_Module(GB, PB, C0, C, C4);
input[3:0]      GB, PB;
input           C0;
output[3:0]     C;
output          C4;
  not C0Bgate(C0B, C0);
  not C0gate(C[0], C0B);
  buf PB0gate(PB0, PB[0]);
  and C0BGB0gate(C0BGB0, C0B, GB[0]);
  buf PB1gate(PB1, PB[1]);
  and PB0GB1gate(PB0GB1, PB[0], GB[1]);
  and C0BGB01gate(C0BGB01, C0B, GB[0], GB[1]);
  buf PB2gate(PB2, PB[2]);
  and PB1GB2gate(PB1GB2, PB[1], GB[2]);
  and PB0GB12gate(PB0GB12, PB[0], GB[1], GB[2]);
  and C0BGB012gate(C0BGB012, C0B, GB[0], GB[1], GB[2]);
  buf PB3gate(PB3, PB[3]);
  and PB2GB3gate(PB2GB3, PB[2], GB[3]);
  and PB1GB23gate(PB1GB23, PB[1], GB[2], GB[3]);
  and PB0GB123gate(PB0GB123, PB[0], GB[1], GB[2], GB[3]);
  and C0BGB0123gate(C0BGB0123, C0B, GB[0], GB[1], GB[2], GB[3]);
  nor C4gate(C4,PB3,PB2GB3,PB1GB23,PB0GB123,C0BGB0123);
  nor C3gate(C[3],PB2,PB1GB2,PB0GB12,C0BGB012);
  nor C2gate(C[2],PB1,PB0GB1,C0BGB01);
  nor C1gate(C[1],PB0,C0BGB0);
endmodule  
module   Sum_Module(AxB, C, S);
  input[3:0]      AxB;
  input[3:0]      C;
  output[3:0]     S;
  xor Sum0(S[0], C[0], AxB[0]);
  xor Sum1(S[1], C[1], AxB[1]);
  xor Sum2(S[2], C[2], AxB[2]);
  xor Sum3(S[3], C[3], AxB[3]);
endmodule  
```
==> CHANGELOG.md <==
## Flow update

- Cell mode on critical path: clkdlybuf4s50_1
- Fp_density: 7.619%
- Switching share of total power: 33.39%
- Final Power: 0.05000 mW
- Comb pwr share: 100.0%
- Share of the synthesized area in the top cell type: 38.46%
- Vias in the first global route: 239
- Slowest CP cell: clkdlybuf4s50_1
- Count of tool warnings: 37
- CP Depth: 7
- Routability cong.: 0.6976
- Synthesis-to-finish area growth: 75.96%
- Min-delay worst type: in2out
- RSZ-0062 raised after global routing: no
- Cell Area, Synth: 260.3 um^2
- Top-count cell post-synth: inv_1
- P_int: 0.03330 mW
- Row count: 21
- DR vias/cell: 2.713
- Sw power: 0.01670 mW
- Min Hold Slack: 2606 ps
- Crit path arrival time: 2580 ps
- Hold buffers post-CTS: 0
- Hold path depth: 5
- DRC errors left: 0
- Peak VDD IR: 14.18 uV
- Static leakage: 0.2068 nW
- Run status: completed
- Top cells by area: ha_1 38%, inv_1 14%, fa_1 7.7%
- Seq pwr share: 0%
- Setup CP Type: in2out
- Max-slew violations: 0
- CP required: 3040 ps
- Logic area: 222.7 um^2
- Setup violators final: 0
- Die Span X: 80 um
- Share of layout cells above drive strength 1: 4.167%
- Initial antenna violation count: 0
- Max-slew headroom: 84.41%
- Via count: 255
- Flops: 0
- CP Cell Sequence: clkdlybuf4s50_1 > inv_1 > ha_1 > o21bai_1 > a21oi_1 > xor2_1 > clkdlybuf4s50_1
- Startpoint Class: input pin
- DP Area: 457.9 um^2
- Port bufs: 14
- DRT antenna net count: 0
- Crit path max fanout: 3
- Post-CTS setup buffer count: 0
- Peak Freq: 299.0 MHz
- Clock Buffer Count: 0
- Core Area: 0.003416 mm^2
- Synthesis warning total: 15
- Top delay family on crit path: buffers and inverters
- Flop area: 0 um^2
- Fin area: 457.9 um^2
- GRT Util Overall: 1.920%
- Fin crit share: 88.01%
- Ports: 14
- Gr ovfl total: 0
- Final Hold Violation Tally: 0
- Wire length per cell: 7.000 um
- Post-Syn Instances: 34
- Clock network fraction of total power: 0%
- Worst path bufs/invs: 3
- Synth cell count leaders: 10 x inv_1, 8 x ha_1, 2 x nor2_1, 2 x xor2_1
- Ys cells: 34
- Fillcell total: 406
- Global-route wire length before repair: 1007 um
- Pre-Repair DR Iteration Count: 2
- Worst path max stage delay: 530 ps
- Yosys synthesis chip area: 260.2 um^2
- Syn Area/Cell: 7.654 um^2
- Post-Route WL: 658 um
- DIE HEIGHT: 80 um
- Number of DRC markers in iteration 0: 2
- Crit end category: output pin
- Total Neg Setup Slack: 0 ps
- Die Area: 0.006400 mm^2
- Clock period minus worst slack: 3344 ps
- Area leader, netlist: ha_1
- PwrDens: 109.2 mW/mm^2
- Synth cell types: 16
- Max Cap Viol: 0
- Post-CTS Resized: 0
- Slew @ Worst Pin: 231.9 ps
- Seq/Total Area, Yosys: 0%
- Largest net degree at the start of global routing: 5
- DP Wirelength: 638 um
- Ant diodes: 0
logic make-up (layout without fill, tap and decap cells):
family	Yosys count	in the layout	share of synthesized area [%]
simple gates	7	7	14.43
fa+ha+maj	9	9	46.16
compound gates	6	6	18.27
xor+xnor	2	2	6.732
buf+inv	10	24	14.42
power by group through the flow:
stage         registers [mW]  logic, mW  clock network (mW)
CTS                        0     0.0519                   0
global route               0     0.0569                   0
finish                     0     0.0500                   0
worst paths after layout:
path,slack (ps),startpoint,to
max,460,A0,S2
min,2610,B1,S1
cell type report:
cell class,count,area share [%]
Inverter,10,8.197
Multi-Input combinational cell,24,48.63
Tap cell,46,12.57
Timing Repair Buffer,14,30.60
layout by cell type, fill, tap and decap left out:
master | Yosys | routed
clkdlybuf4s50_1 | 0 | 14
o31ai_1 | 1 | 1
o21bai_1 | 1 | 1
o211ai_1 | 1 | 1
o21ai_0 | 1 | 1
nor2_1 | 2 | 2
nand3_1 | 1 | 1
a21oi_1 | 1 | 1
fa_1 | 1 | 1
xor2_1 | 2 | 2
ha_1 | 8 | 8
a221oi_2 | 1 | 1
or2_2 | 1 | 1
inv_1 | 10 | 10
or2_0 | 1 | 1
nand2b_1 | 1 | 1
nor2b_1 | 1 | 1
routing by layer:
layer	global-route usage [%]	wire, um	vias up
met4	0	0	0
met5	0	0	-
met3	1.023	86	0
met1	2.253	281	113
li1	-	-	135
met2	3.210	290	7
metrics by stage:
step                      cells  setup WS [ps]  utilization (%)
after CTS                    94          429.3            13.41
after detailed placement     94          451.9            13.41
after global routing         94          317.4            13.41
final                        94          455.6            13.41
after floorplan              34           1542                -
after global placement       94          454.9            13.41
Power is estimated from default activity; no workload was simulated.

**flow/run.sh**
```bash
#!/bin/bash
# OpenROAD 26Q1-2900-gdf79404cd8, Yosys 0.63+post, stock flow scripts
make -C /OpenROAD-flow-scripts/flow DESIGN_CONFIG=/design/flow/config.mk WORK_HOME=/design/flow/orfs finish
```
**flow/config.mk**
```make
export PLATFORM = sky130hd
export DESIGN_NAME = part_74S138
export DESIGN_NICKNAME = part_74S138
export VERILOG_FILES = /design/flow/design.v
export SDC_FILE = /design/flow/constraint.sdc
export NUM_CORES = 4
export LEC_CHECK = 1
export CORE_AREA = 10 10 70 70
export DIE_AREA = 0 0 80 80
```
**flow/constraint.sdc**
```tcl
current_design part_74S138

set clk_period 1.2
set clk_io_pct 0.2

create_clock -name clk0 -period $clk_period

set non_clock_inputs [all_inputs -no_clocks]
set_input_delay [expr $clk_period * $clk_io_pct] -clock clk0 $non_clock_inputs
set_output_delay [expr $clk_period * $clk_io_pct] -clock clk0 [all_outputs]
```
**flow/design.v**
```verilog
module part_74S138( A, B, C, G2A, G2B, G1,
	Y0, Y1, Y2, Y3, Y4, Y5, Y6, Y7);
  input A, B, C, G2A, G2B, G1;
  output Y0, Y1, Y2, Y3, Y4, Y5, Y6, Y7;
  assign { Y0,Y1,Y2,Y3,Y4,Y5,Y6,Y7 } =
    ({C,B,A} == 3'b000) & (G1 & !(G2A | G2B)) ? 8'b01111111 :
    ({C,B,A} == 3'b001) & (G1 & !(G2A | G2B)) ? 8'b10111111 :
    ({C,B,A} == 3'b010) & (G1 & !(G2A | G2B)) ? 8'b11011111 :
    ({C,B,A} == 3'b011) & (G1 & !(G2A | G2B)) ? 8'b11101111 :
    ({C,B,A} == 3'b100) & (G1 & !(G2A | G2B)) ? 8'b11110111 :
    ({C,B,A} == 3'b101) & (G1 & !(G2A | G2B)) ? 8'b11111011 :
    ({C,B,A} == 3'b110) & (G1 & !(G2A | G2B)) ? 8'b11111101 :
    ({C,B,A} == 3'b111) & (G1 & !(G2A | G2B)) ? 8'b11111110 :
    8'b11111111;
endmodule
```
==> changes_impl.md <==
### Changed

* Pre-Place Util at between 2 and 2.5%
* Slew Limit Fails at 0
* Yosys cell count at 13
* Log Warnings at 32
* And+or+nand+nor area frac at 100%
* Routed Antenna Nets at 0
* Top cell area share at 27.3%
* Critical path's slowest cell: nor3b_2
* Comb pwr share at around 100%
* Synth unique cells at 6
* CP required at 0.96 ns
* Num rows at 21
* FF+latch area at 0 sq um
* Synth area leader: nand2_1
* Final setup viols at 0
* Initial drt markers at 0
* Hold_buf cts at 0
* Share of power burned in registers at 0%
* Period utilization at a little over nine tenths
* Top cell by count, worst path: buf_4
* Dominant comb cell: simple AND/OR/NAND/NOR gates
* Slew HR at 88.0%
* CP Launch Point: B
* Synth Cell Area at around 83 sq um
* Top cells by area: nand2_1, and3b_1, nand4_1, nor3b_2, nor3_2
* Area grow syn2layout at 339%
* Cell leakage power at 0.152 nW
* Vias at around 210
* Switching share of total power at 35.2%
* Max VDD drop at 0.0264 mV
* Avg Synthesized Cell Area at ~6.4 sq um
* Wire length per cell at roughly 7.5 microns
* CP max stage delay at 0.19 ns
* Clock Power Share at 0%
* Routability cong. at approximately 0.8
* Slew of the pin with the lowest slew margin at between 0.15 and 0.2 ns
* CP Buf/Inv Count at 4
* Post-synth seq share at 0%
* Via density at roughly 2.5
* Crit path launch type: input port
* Non-Filler Instances at around 84
* Tot GR Track Use at under 10%
* Cells after DPL at ~75
* Tightest Hold Check Type: in -> out
* Pwr/cell area at between 150 and 200 nW/um^2
* Critical path cell sequence: buf_4, nor3b_2, buf_4, buf_4, nand2_1, buf_2
* Adder share at 0%
* Core area at approximately 3400 sq um
* Die Size at 6400 sq um
* Clk_buf instances at 0
* Largest net degree at the start of global routing at 6
* First-pass GRT wire length at roughly 840 microns
* Hold Path Origin: C
* Vias in the first global route at about 200
* TritonRoute pass-1 iters at 1
* Compound Share, Synth at 0%
* Crit end category: output port
* Initial antenna violation count at 0
* Max Fclk at ~860 MHz
* Yosys Chip Area at 82.6 sq um
* Internal power at 0.0000448 W
* Synth mux share at 0%
* Cells after Synth at 13
* Grt total ovfl at 0
* Vert. Die Dim at about 80 microns
* Seq Cell Count at 0
* CP top delay family: buffers and inverters
* I/O pin count at 14
* Drc violations at 0
* Yosys Warn Count at 0
* Power, Total at between 0.00006 and 0.00007 W
* Max_cap viols at 0
* Status: finished, final reports clean
* HPWL Detailed at between 300 and 400 microns
* Layout cells sized above 1 at 60.5%
* Ant. Diodes at 0
* Count of input and output buffers at 14
* Die span in x at around 80 microns
* Fin. Hold Viols at 0
* Critical Path AT at a little over 0.9 ns
* Crit path time final at 1.17 ns
* Kind of critical path: in -> out
* Routed WL at approximately 630 microns
* CP Max Fanout at 4
* Switching power at 0.0000243 W
* XORs/XNORs by Area at 0%
* RSZ-0062 raised after global routing: no
path summary, 6_finish.rpt:
kind	to	cells past startpoint
worst min-delay path	Y6	3
worst max-delay path	Y1	6
power by group through the flow:
stage                 clock (W)  combinational [W]  sequential (W)
final                         0          0.0000691               0
after CTS                     0          0.0000644               0
after global routing          0          0.0000732               0
repair_timing:
| item | in CTS | in global routing |
|---|---|---|
| pin swaps | 11 | 2 |
| cloned | 0 | 0 |
| endpoints found under the setup margin | 8 | 6 |
| setup buffers | 8 | 1 |
| gates resized | 46 | 8 |
synth_stat cells:
master,number
nand4_1,2
and3b_1,2
nor3b_2,1
nor3b_1,1
nand2_1,6
nor3_2,1
cells in the final DEF (no fill, tap or decap), drive strengths merged:
| cell | n |
|---|---|
| buf | 18 |
| and3b | 2 |
| nand4 | 2 |
| nor3 | 1 |
| clkdlybuf4s15 | 5 |
| nand2 | 6 |
| clkbuf | 2 |
| nor3b | 2 |
layout make-up:
type	instances	area, sq um
Tap cell	46	57.6
Fill cell	399	3050
Multi-Input combinational cell	13	100
Timing Repair Buffer	25	205
cells by family (layout without fill, tap and decap cells):
| group | count (synthesis) | in the layout |
|---|---|---|
| AND/OR/NAND/NOR | 13 | 13 |
| buffers and inverters | 0 | 25 |
per-layer routing:
layer / vias up / wire length (microns) / track usage [%]
met2: 14 / 250 / 2.41
met1: 95 / 295 / 1.98
met5: - / 0 / 0
met3: 0 / 83 / 0.682
met4: 0 / 0 / 0
li1: 99 / - / -
metrics by stage:
step	hold slack [ns]	util, %	setup WS, ns	setup TNS [ns]	instance area [sq um]
after floorplan	0.506	-	0.407	0	82.6
after global placement	1.52	8.64	-0.590	-4.42	295
after detailed placement	1.53	8.64	-0.596	-4.45	295
after CTS	0.828	10.4	0.000746	0	357
after global routing	0.791	10.6	0.000269	0	363
final	0.759	10.6	0.0322	0	363
No activity file was given, so power comes from the tool's default toggle rates.
